==> ./design.v <==
module itrx_aib_phy_bscan ( 
   jtag_scan_en, jtag_rstn_en, jtag_rstn, jtag_mode, jtag_clksel,
   jtag_weakpu, jtag_weakpdn, jtag_intest,
   tck, reset_n, ir_latched
   );
parameter LATCHED_IR_WID = 32'd7;
input tck;
input reset_n;
input [LATCHED_IR_WID-1:0] ir_latched;
output reg jtag_scan_en;
output reg jtag_rstn_en;
output reg jtag_rstn;
output reg jtag_mode;
output reg jtag_clksel;
output reg jtag_weakpu;
output reg jtag_weakpdn;
output reg jtag_intest;
localparam AIB_SHIFT_EN       = 7'b000_1100;  
localparam AIB_SHIFT_DIS      = 7'b000_1101;  
localparam AIB_TRANSMIT_EN    = 7'b000_1110;  
localparam AIB_TRANSMIT_DIS   = 7'b000_1111;  
localparam AIB_RESET_EN       = 7'b001_0000;  
localparam AIB_RESET_DIS      = 7'b001_0001;  
localparam AIB_WEAKPU_EN      = 7'b001_0010;  
localparam AIB_WEAKPU_DIS     = 7'b001_0011;  
localparam AIB_WEAKPDN_EN     = 7'b001_0100;  
localparam AIB_WEAKPDN_DIS    = 7'b001_0101;  
localparam AIB_INTEST_EN      = 7'b001_0110;  
localparam AIB_INTEST_DIS     = 7'b001_0111;  
localparam AIB_JTAG_CLKSEL    = 7'b001_1000;  
localparam AIB_RESET_OVRD_EN  = 7'b100_1000;  
localparam AIB_RESET_OVRD_DIS = 7'b100_1001;  
wire dec_shift_en          = (ir_latched == AIB_SHIFT_EN);
wire dec_shift_dis         = (ir_latched == AIB_SHIFT_DIS);
wire dec_transmit_en       = (ir_latched == AIB_TRANSMIT_EN);
wire dec_transmit_dis      = (ir_latched == AIB_TRANSMIT_DIS);
wire dec_jtag_rstn_en      = (ir_latched == AIB_RESET_EN);
wire dec_jtag_rstn_dis     = (ir_latched == AIB_RESET_DIS);
wire dec_jtag_rst_ovrd_en  = (ir_latched == AIB_RESET_OVRD_EN);
wire dec_jtag_rst_ovrd_dis = (ir_latched == AIB_RESET_OVRD_DIS);
wire dec_jtag_weakpu_en    = (ir_latched == AIB_WEAKPU_EN);
wire dec_jtag_weakpu_dis   = (ir_latched == AIB_WEAKPU_DIS);
wire dec_jtag_weakpdn_en   = (ir_latched == AIB_WEAKPDN_EN);
wire dec_jtag_weakpdn_dis  = (ir_latched == AIB_WEAKPDN_DIS);
wire dec_jtag_intest_en    = (ir_latched == AIB_INTEST_EN);
wire dec_jtag_intest_dis   = (ir_latched == AIB_INTEST_DIS);
wire dec_jtag_clksel       = (ir_latched == AIB_JTAG_CLKSEL);
always @(posedge tck or negedge reset_n) begin
  if (!reset_n) begin
    jtag_rstn <= 1'h1;  
    jtag_clksel <= 1'h0;
    jtag_intest <= 1'h0;
    jtag_mode <= 1'h0;
    jtag_rstn_en <= 1'h0;
    jtag_scan_en <= 1'h0;
    jtag_weakpdn <= 1'h0;
    jtag_weakpu <= 1'h0;
  end else begin
   jtag_clksel <= dec_jtag_clksel | jtag_clksel;  
   jtag_scan_en <= dec_shift_en         | (~dec_shift_dis         & jtag_scan_en);
   jtag_intest  <= dec_jtag_intest_en   | (~dec_jtag_intest_dis   & jtag_intest);
   jtag_weakpdn <= dec_jtag_weakpdn_en  | (~dec_jtag_weakpdn_dis  & jtag_weakpdn);
   jtag_weakpu  <= dec_jtag_weakpu_en   | (~dec_jtag_weakpu_dis   & jtag_weakpu);
   jtag_rstn_en <= dec_jtag_rst_ovrd_en | (~dec_jtag_rst_ovrd_dis & jtag_rstn_en);
   jtag_rstn    <= ~(dec_jtag_rstn_en   | (~dec_jtag_rstn_dis     & (~jtag_rstn)));
   jtag_mode    <= dec_transmit_en      | (~dec_transmit_dis      & jtag_mode);
  end
end
endmodule
==> ./run.sh <==
#!/bin/bash
# OpenROAD 26Q1-2900-gdf79404cd8, Yosys 0.63+post, stock flow scripts
make -C /OpenROAD-flow-scripts/flow DESIGN_CONFIG=/design/flow/config.mk WORK_HOME=/design/flow/orfs finish
==> ./config.mk <==
export PLATFORM = sky130hd
export DESIGN_NAME = itrx_aib_phy_bscan
export DESIGN_NICKNAME = itrx_aib_phy_bscan
export VERILOG_FILES = /design/flow/design.v
export SDC_FILE = /design/flow/constraint.sdc
export NUM_CORES = 4
export LEC_CHECK = 1
export CORE_AREA = 10 10 70 70
export DIE_AREA = 0 0 80 80
==> ./constraint.sdc <==
current_design itrx_aib_phy_bscan

set clk_period 1.1
set clk_io_pct 0.2

create_clock -name clk0 -period $clk_period [get_ports {tck}]

set non_clock_inputs [all_inputs -no_clocks]
set_input_delay [expr $clk_period * $clk_io_pct] -clock clk0 $non_clock_inputs
set_output_delay [expr $clk_period * $clk_io_pct] -clock clk0 [all_outputs]
==> impl_metrics.ini <==
; generated from flow reports
[floorplan]
placementRows = 21
die_x_um = 80
num_io_pins = 17
dieArea_um2 = 6400
initial_utilization_pct = 11.8
die_h_um = 80
core_um2 = 3420

[timing]
slew_headroom_pct = 75.9
setup_tns_ns = 0
slew_viol_final = 0
fin_crit_ns = 1.08
clock_skew_ns = 0
final-setup-viol-count = 0
fin_crit_sh_pct = 98.2
fmax_mhz = 926
tightestPinTransition_ns = 0.360
rsz0062_at_grt = true
finalHoldViolCount = 0

[synthesis]
xor_share_pct = 0
syn_area_um2 = 402
synth_cells = 35
ys_ff = 8
top_area_share_pct = 43.6
ys_sh_simple_pct = 23.1
aoi_share_pct = 2.49
yosys_cells = 35
synth_seq_share_pct = 50.2
adder_share_pct = 0
avgSynthCellArea_um2 = 11.5
area_leaders = dfrtp_1, mux2i_1, dfstp_2
ys_types = 15
edf_count = 0
yosysChipArea_um2 = 402
ys_warn_count = 1
mux_area_share_pct = 18.7
ys.flop_type = dfrtp_1
largest_area_cell = dfrtp_1
synthArstFlopShare_pct = 100
top_logic_kind = simple AND/OR/NAND/NOR gates

[setup_path]
critPathLaunchType = flop
critPathCaptureType = output port
endpoint = jtag_rstn
worstPathArrival_ns = 0.86
worst_r2r_path_depth = 2
rr_startpoint = jtag_rstn
required_ns = 0.88
reg2reg_to = jtag_rstn
crit_fanout = 2
crit_cells = 1
worstPathBufferInverterCount = 1
rrSetupSlack_ns = 0.31
slowest_stage = dfstp_2
cpLargestDelayFamily = flip-flops
slowest_delay_ns = 0.52
cp-startpoint = jtag_rstn
crit_type = flop to output port
path_cells = buf_2

[routing]
routed_wirelength_um = 1120
drtPass1Iterations = 4
drt_iter0_drc = 18
avgViaCountPerCell = 3.26
drc = 0
drtAntennaViolNets = 0
antenna_cells = 0
num_vias = 359
routedWlPerCell_um = 10.2

[final_layout]
drive_gt1_share_pct = 29.7
layout_top_cell = buf_4
mostFrequentLayoutCells = buf_4, dfrtp_1, clkdlybuf4s15_1
synthToLayoutAreaGrowth_pct = 76.6

[clock_tree]
cts_num_sinks = 8
cts-root-buf = clkbuf_4
numCtsBuffers = 3
cts.reportedPaths.clkPinSlew_ns = 0.05
clockBufferDepth = 2
cts_max_level = 1
insertion_delay_ns = 0.25
cts_tree = done
cts_hold_buf = 0

[placed_design]
dp_hpwl_um = 925
gp_congestion = 0.721
io_buffers = 16

[global_route]
grtUsageTotal_pct = 3.61
grt_pass1_vias = 384
grt_pass1_wl_um = 1770
grt_start_max_net_pins = 9
grt.overflow.total = 0
antenna_found_initial = 0

[flow_run]
maxCapViolations = 0
warnings = 26

[power]
design_power_total_mw = 0.866
worst_ir_drop_vdd_v = 0.000312
leakage_nw = 0.372
power_density_nw_per_um2 = 1220

[worst_hold_path]
hold_path.class = input port to async pin

[status]
status = finished, final reports clean
-- cells by family (layout without fill, tap and decap cells) --
group           after synthesis  count (layout)
simple gates                 13              13
flops                         8               8
mux                           7               7
buf+inv                       6              35
compound gates                1               1
-- registers in the layout, indices dropped and copies added (netlist names) --
register and cells:
jtag_clksel 1, jtag_intest 1, jtag_mode 1, jtag_rstn 1, jtag_rstn_en 1, jtag_scan_en 1
jtag_weakpdn 1, jtag_weakpu 1
-- cells in the mapped netlist (all sizes together), types with 2 or more instances --
cell   count
mux2i      6
nand3      2
inv        6
dfrtp      7
nor2b      3
nand2      2
nor2       2
-- area by class of cell --
cell class              count  area [um^2]
multi-input cells          21          183
repair buffers             25          219
well taps                  46         57.6
clock buffers               4         26.3
fillers                   377         2710
flip-flops and latches      8          201
inverters                   6         22.5
-- worst min-delay path by stage --
stage / cells after the start / from / endpoint / slack [ns]
6_report: 1 / reset_n / jtag_intest / 0.24
5_1_grt: 1 / reset_n / jtag_weakpdn / 0.26
4_1_cts: 1 / reset_n / jtag_intest / 0.25
-- power by group --
part	internal, mW	total (mW)	switching (mW)
sequential	0.356	0.385	0.0287
combinational	0.161	0.242	0.0809
clock	0.139	0.239	0.101
total	0.656	0.866	0.210
-- what timing repair did --
action | 4_1_cts | 5_1_grt
endpoints found under the setup margin | 15 | 4
setup buffers | 2 | 0
pin swaps | 2 | 1
gates resized | 22 | 3
-- metrics by stage --
step	cell area, um^2	setup slack, ns	hold WS, ns	util (%)	std cells
after global routing	709	-0.0220	0.258	20.8	110
after global placement	672	-0.417	0.470	19.7	104
after CTS	703	0.000567	0.245	20.6	110
after floorplan	402	0.104	-0.0756	-	35
final	709	0.0201	0.244	20.8	110
after detailed placement	672	-0.432	0.467	19.7	104
-- metal layers --
| metal | part of all wire (%) | GRT usage, % | routed length [um] | vias to the layer above |
|---|---|---|---|---|
| li1 | - | - | - | 178 |
| met2 | 48 | 5.78 | 542 | 10 |
| met4 | 0.89 | 0.528 | 10 | 0 |
| met5 | 0 | 0 | 0 | - |
| met1 | 40 | 3.92 | 451 | 169 |
| met3 | 10 | 2.50 | 116 | 2 |
Power is estimated from default activity; no workload was simulated.
