$ cat run.sh
#!/bin/bash
# OpenROAD 26Q1-2900-gdf79404cd8, Yosys 0.63+post, stock flow scripts
make -C /OpenROAD-flow-scripts/flow DESIGN_CONFIG=/design/flow/config.mk WORK_HOME=/design/flow/orfs finish
$ cat config.mk
export PLATFORM = sky130hd
export DESIGN_NAME = itrx_aib_phy_bsr
export DESIGN_NICKNAME = itrx_aib_phy_bsr
export VERILOG_FILES = /design/flow/design.v
export SDC_FILE = /design/flow/constraint.sdc
export NUM_CORES = 4
export LEC_CHECK = 1
export CORE_AREA = 10 10 87 87
export DIE_AREA = 0 0 97 97
$ cat constraint.sdc
current_design itrx_aib_phy_bsr

set clk_period 1.5
set clk_io_pct 0.2

create_clock -name clk0 -period $clk_period [get_ports {jtag_clkdr}]

set non_clock_inputs [all_inputs -no_clocks]
set_input_delay [expr $clk_period * $clk_io_pct] -clock clk0 $non_clock_inputs
set_output_delay [expr $clk_period * $clk_io_pct] -clock clk0 [all_outputs]
$ cat design.v
module itrx_aib_phy_bsr ( 
   jtag_scanout, nrml_odat_asyn, nrml_odat1, nrml_odat0, jtag_rxen,
   jtag_txen, jtag_async_data, jtag_idat1, jtag_idat0,
   jtag_intest, jtag_scan_en, jtag_clkdr, jtag_mode, jtag_scanin,
   rmux_odat_asyn, rmux_oclk, rmux_oclk_b, rmux_odat1, rmux_odat0,
   nrml_rxen, nrml_txen, nrml_async_data, nrml_idat1, nrml_idat0
   );
input  jtag_intest;
input  jtag_scan_en;
input  jtag_clkdr;
input  jtag_mode;
input  jtag_scanin;
output reg jtag_scanout;
input                   rmux_odat_asyn;
input                   rmux_oclk;
input                   rmux_oclk_b;
input                   rmux_odat1;
input                   rmux_odat0;
output                  nrml_odat_asyn;
output                  nrml_odat1;
output                  nrml_odat0;
input [2:0]             nrml_rxen;
input                   nrml_txen;
input                   nrml_async_data;
input                   nrml_idat1;
input                   nrml_idat0;
output [2:0]            jtag_rxen;
output                  jtag_txen;
output                  jtag_async_data;
output                  jtag_idat1;
output                  jtag_idat0;
wire [1:0]               nrml_idat;               
wire [1:0]               si_idat;                 
wire [2:0]               si_rxen;                 
wire [1:0]              jtag_idat;               
wire                    so_async_data;           
wire [1:0]              so_idat;                 
wire                    so_oclk;                 
wire                    so_oclk_b;               
wire                    so_odat0;                
wire                    so_odat1;                
wire                    so_odat_asyn;            
wire [2:0]              so_rxen;                 
wire                    so_txen;                 
wire si_odat_asyn = so_oclk;
itrx_aib_phy_in_bc
  u_odat_asyn( 
              .d_o                      (nrml_odat_asyn),         
              .so                       (so_odat_asyn),           
              .jtag_clkdr               (jtag_clkdr),
              .jtag_scan_en             (jtag_scan_en),
              .jtag_intest              (jtag_intest),
              .d_i                      (rmux_odat_asyn),         
              .si                       (si_odat_asyn));                  
wire si_oclk = so_oclk_b;
itrx_aib_phy_clk_bc
  u_oclk( 
         .so                            (so_oclk),                
         .jtag_clkdr                    (jtag_clkdr),
         .jtag_scan_en                  (jtag_scan_en),
         .d_i                           (rmux_oclk),              
         .si                            (si_oclk));               
wire si_oclk_b = so_odat1;
itrx_aib_phy_clk_bc
 u_oclk_b( 
          .so                           (so_oclk_b),              
          .jtag_clkdr                   (jtag_clkdr),
          .jtag_scan_en                 (jtag_scan_en),
          .d_i                          (rmux_oclk_b),            
          .si                           (si_oclk_b));             
wire si_odat1 = so_odat0;
itrx_aib_phy_in_bc
  u_odat1( 
          .d_o                          (nrml_odat1),             
          .so                           (so_odat1),               
          .jtag_clkdr                   (jtag_clkdr),
          .jtag_scan_en                 (jtag_scan_en),
          .jtag_intest                  (jtag_intest),
          .d_i                          (rmux_odat1),             
          .si                           (si_odat1));              
wire si_odat0 = so_rxen[0];
itrx_aib_phy_in_bc
  u_odat0( 
          .d_o                          (nrml_odat0),             
          .so                           (so_odat0),               
          .jtag_clkdr                   (jtag_clkdr),
          .jtag_scan_en                 (jtag_scan_en),
          .jtag_intest                  (jtag_intest),
          .d_i                          (rmux_odat0),             
          .si                           (si_odat0));              
assign si_rxen[0] = so_rxen[1];
itrx_aib_phy_out_bc
  u0_rxen( 
          .d_o                          (jtag_rxen[0]),           
          .so                           (so_rxen[0]),             
          .jtag_clkdr                   (jtag_clkdr),
          .jtag_scan_en                 (jtag_scan_en),
          .jtag_intest                  (jtag_intest),
          .jtag_mode                    (jtag_mode),
          .d_i                          (nrml_rxen[0]),           
          .si                           (si_rxen[0]));            
assign si_rxen[1] = so_rxen[2];
itrx_aib_phy_out_bc
  u1_rxen( 
          .d_o                          (jtag_rxen[1]),           
          .so                           (so_rxen[1]),             
          .jtag_clkdr                   (jtag_clkdr),
          .jtag_scan_en                 (jtag_scan_en),
          .jtag_intest                  (jtag_intest),
          .jtag_mode                    (jtag_mode),
          .d_i                          (nrml_rxen[1]),           
          .si                           (si_rxen[1]));            
assign si_rxen[2] = so_txen;
itrx_aib_phy_out_bc
  u2_rxen( 
          .d_o                          (jtag_rxen[2]),           
          .so                           (so_rxen[2]),             
          .jtag_clkdr                   (jtag_clkdr),
          .jtag_scan_en                 (jtag_scan_en),
          .jtag_intest                  (jtag_intest),
          .jtag_mode                    (jtag_mode),
          .d_i                          (nrml_rxen[2]),           
          .si                           (si_rxen[2]));            
wire si_txen = so_async_data;
itrx_aib_phy_out_bc
  ux_txen( 
          .d_o                          (jtag_txen),              
          .so                           (so_txen),                
          .jtag_clkdr                   (jtag_clkdr),
          .jtag_scan_en                 (jtag_scan_en),
          .jtag_intest                  (jtag_intest),
          .jtag_mode                    (jtag_mode),
          .d_i                          (nrml_txen),              
          .si                           (si_txen));               
wire si_async_data = so_idat[1];
itrx_aib_phy_out_bc
  uy_async_data( 
                .d_o                    (jtag_async_data),        
                .so                     (so_async_data),          
                .jtag_clkdr             (jtag_clkdr),
                .jtag_scan_en           (jtag_scan_en),
                .jtag_intest            (jtag_intest),
                .jtag_mode              (jtag_mode),
                .d_i                    (nrml_async_data),        
                .si                     (si_async_data));         
assign  si_idat[1] = so_idat[0];
assign nrml_idat[1] = nrml_idat1;
assign jtag_idat1 = jtag_idat[1];
itrx_aib_phy_out_bc
  u1_idat( 
          .d_o                          (jtag_idat[1]),           
          .so                           (so_idat[1]),             
          .jtag_clkdr                   (jtag_clkdr),
          .jtag_scan_en                 (jtag_scan_en),
          .jtag_intest                  (jtag_intest),
          .jtag_mode                    (jtag_mode),
          .d_i                          (nrml_idat[1]),           
          .si                           (si_idat[1]));            
assign si_idat[0] = jtag_scanin;  
assign nrml_idat[0] = nrml_idat0;
assign jtag_idat0 = jtag_idat[0];
itrx_aib_phy_out_bc
  u0_idat( 
          .d_o                          (jtag_idat[0]),           
          .so                           (so_idat[0]),             
          .jtag_clkdr                   (jtag_clkdr),
          .jtag_scan_en                 (jtag_scan_en),
          .jtag_intest                  (jtag_intest),
          .jtag_mode                    (jtag_mode),
          .d_i                          (nrml_idat[0]),           
          .si                           (si_idat[0]));            
always @(negedge jtag_clkdr) begin
  jtag_scanout <= so_odat_asyn;
end
endmodule
module itrx_aib_phy_clk_bc( 
   so,
   jtag_clkdr, jtag_scan_en, d_i, si
   );
input jtag_clkdr;
input jtag_scan_en;
input  d_i;
input  si;
output so;
reg rx_reg;
always @(posedge jtag_clkdr) begin
  rx_reg <= jtag_scan_en ? si : d_i;
end
assign so = rx_reg;
endmodule
module itrx_aib_phy_in_bc( 
   d_o, so,
   jtag_clkdr, jtag_scan_en, jtag_intest, d_i, si
   );
input jtag_clkdr;
input jtag_scan_en;
input jtag_intest;
input  d_i;
input  si;
output d_o;
output so;
reg rx_reg;
assign d_o = jtag_intest ? rx_reg : d_i;
always @(posedge jtag_clkdr) begin
  rx_reg <= jtag_scan_en ? si : d_o;
end
assign so = rx_reg;
endmodule
module itrx_aib_phy_out_bc( 
   d_o, so,
   jtag_clkdr, jtag_scan_en, jtag_intest, jtag_mode, d_i, si
   );
input jtag_clkdr;
input jtag_scan_en;
input jtag_intest;
input jtag_mode;
input  d_i;
input  si;
output d_o;
output so;
reg tx_reg;
assign d_o = jtag_mode ? tx_reg : d_i;
always @(posedge jtag_clkdr) begin
  tx_reg <= jtag_scan_en ? si : (jtag_intest ? d_i : tx_reg);
end
assign so = tx_reg;
endmodule
==> impl_metrics.env <==
# yosys + openroad results
export IMPL_diodes=0
export IMPL_avgSynthCellArea_um2=15.1
export IMPL_ys_chip_area_um2=634
export IMPL_io_pins=28
export IMPL_cp_top_family="flip-flops"
export IMPL_fin_tns_setup_ps=-249
export IMPL_hpwl_mm=1.31
export IMPL_top_area_cell="edfxtp_1"
export IMPL_critPathMaxStageDelay_ps=300
export IMPL_hold_violations=0
export IMPL_reg2reg_slack_ps=390
export IMPL_fin_util_pct=19.3
export IMPL_edf_count=7
export IMPL_top_cell_area_share_pct=33.1
export IMPL_dieArea_mm2=0.00941
export IMPL_area_growth_pct=72.0
export IMPL_hold_path_end="u_oclk.rx_reg$_DFF_P_"
export IMPL_path_cells="buf_2"
export IMPL_netlist_area_um2=634
export IMPL_synthMostInstantiatedCell="mux2_1"
export IMPL_htreeDepth=1
export IMPL_slew_headroom_pct=89.9
export IMPL_reg2reg_from="u_odat_asyn.rx_reg$_DFF_P_"
export IMPL_cts_made_buffers=3
export IMPL_routedWlPerCell_um=10.6
export IMPL_hp_class="reg -> reg"
export IMPL_place_gp_congestion=0.764
export IMPL_dr_pass1_iters=2
export IMPL_ir_drop_mv=0.465
export IMPL_skew_ps=61.2
export IMPL_cap_violations=0
export IMPL_ys_flop_type="edfxtp_1"
export IMPL_worstPathRequired_ps=1200
export IMPL_grt_pass1_vias=506
export IMPL_arrival_ps=1450
export IMPL_cts_tree="yes"
export IMPL_drt_wl_total_mm=1.60
export IMPL_grt_busiest_layer="met1"
export IMPL_vias=447
export IMPL_reg2regPathDepth=0
export IMPL_drt_iter0_markers=4
export IMPL_grt_pass1_wl_mm=2.66
export IMPL_grtUsageMet2_pct=4.29
export IMPL_ys_cells=42
export IMPL_tool_warnings=28
export IMPL_ys_seq_share_pct=52.1
export IMPL_cp_max_fo=1
export IMPL_min_delay_start="u_oclk_b.rx_reg$_DFF_P_"
export IMPL_met1_usage_pct=4.76
export IMPL_p_per_area_mw_per_mm2=882
export IMPL_grt_overflow=0
export IMPL_synthArstFlopShare_pct=0
export IMPL_leakagePower_nw=0.460
export IMPL_syn_inst=42
export IMPL_tightest_slew_ps=152
export IMPL_synth_top_cells_by_count="mux2_1 (16), edfxtp_1 (7), dfxtp_1 (6)"
export IMPL_worstSkewPairLatency_ps=300
export IMPL_drive_gt1_share_pct=41.8
export IMPL_rows=27
export IMPL_status="finished with violations"
export IMPL_grt_max_degree=10
export IMPL_fp_util_pct=11.2
export IMPL_end_kind="output port"
export IMPL_die_w_um=97
export IMPL_ctsRootBufferMaster="clkbuf_8"
export IMPL_grt_total_usage_pct=3.34
export IMPL_cts_buffer_depth=2
export IMPL_layout_setup_ws_ps=-249
export IMPL_die_height_um=97
export IMPL_synthTopCellsByArea="edfxtp_1 (33%), mux2_1 (28%), dfxtp_1 (19%)"
export IMPL_ant_nets=0
export IMPL_hold_path_depth=1
export IMPL_synth_flops=13
export IMPL_met3_usage_pct=1.93
export IMPL_crit_type="reg -> out"
export IMPL_violations="setup timing"
export IMPL_reg2reg_to="jtag_scanout$_DFF_N_"
export IMPL_ys_types=9
export IMPL_drc=0
export IMPL_yosysWarnings=4
export IMPL_cp_start_kind="flip-flop"
export IMPL_clk_pin_slew_ps=50
export IMPL_portBuffers=27
export IMPL_finalMaxSlewViolations=0
export IMPL_critical_path_buf_inv_count=1
export IMPL_final_setup_viol_count=1
export IMPL_antenna_found_initial=0
export IMPL_core_area_mm2=0.00564
export IMPL_cts_sinks=13
export IMPL_rsz0062_at_grt="true"
export IMPL_viasPerCell=2.96
export IMPL_slowest_stage="dfxtp_2"
==> repair_timing <==
| action | in CTS | in global routing |
|---|---|---|
| resized | 43 | 1 |
| gates cloned | 0 | 0 |
| endpoints found under the setup margin | 11 | 3 |
| setup buffers | 5 | 1 |
| hold buffers | 0 | 0 |
==> cell families (layout without fill, tap and decap cells) <==
family	count (synthesis)	after routing	synth area share (%)
mux	22	22	40.8
flops	13	13	52.1
buf+inv	6	43	6.11
simple gates	1	1	0.987
==> cells in the final DEF (no fill, tap or decap), drive strengths merged <==
cell type	synthesis	routed
buf	5	16
clkbuf	0	5
clkdlybuf4s15	0	2
clkdlybuf4s50	0	9
dfxtp	6	6
dlygate4sd2	0	10
edfxtp	7	7
inv	1	1
mux2	22	22
or2	1	1
==> per-layer routing <==
metal | up-vias | wire (um)
met5 | - | 0
met2 | 24 | 556
met3 | 2 | 167
li1 | 226 | -
met1 | 195 | 859
met4 | 0 | 15
==> worst max-delay path by stage <==
stage / startpoint / end / slack (ps) / cells past startpoint
after CTS: jtag_scanout$_DFF_N_ / jtag_scanout / -270 / 1
after global routing: jtag_scanout$_DFF_N_ / jtag_scanout / -290 / 1
final: jtag_scanout$_DFF_N_ / jtag_scanout / -250 / 1
==> stage by stage <==
stage	setup slack, ps	cell area [um^2]	hold slack (ps)	power (mW)	std cells
after floorplan	188	634	417	0.532	42
after global placement	-517	1020	426	0.672	142
after detailed placement	-501	1020	428	0.672	142
after CTS	-266	1100	441	0.982	151
after global routing	-291	1090	447	1.03	151
final	-249	1090	442	0.962	151
==> where the power goes <==
part           internal (mW)  switching, mW
registers              0.426         0.0181
logic                  0.152         0.0553
clock network          0.190          0.120
==> area by class of cell <==
type	count	area [um^2]
fillers	614	4550
repair buffers	38	333
flip-flops and latches	13	332
multi-input cells	23	288
well taps	72	90.1
clock buffers	4	45.0
clock inverters	1	3.75
Power is estimated from default activity; no workload was simulated.
