--- flow/constraint.sdc ---
current_design itrx_aib_phy_jtagsm

set clk_period 3.2
set clk_io_pct 0.2

create_clock -name clk0 -period $clk_period [get_ports {tck}]

set non_clock_inputs [all_inputs -no_clocks]
set_input_delay [expr $clk_period * $clk_io_pct] -clock clk0 $non_clock_inputs
set_output_delay [expr $clk_period * $clk_io_pct] -clock clk0 [all_outputs]
--- flow/design.v ---
module itrx_aib_phy_jtagsm( 
   tdo, update_ir, update_dr, capture_dr, shift_ir, shift_dr,
   test_logic_reset, instruction, state_shift_dr_p,
   tck, tms, reset_n, tdi
   );
parameter EFF_IR_SIZE = 32'd7;
parameter TOTAL_IR_SIZE = 32'd15;
localparam SM_TEST_LOGIC_RESET = 4'b0000;
localparam SM_RUN_TEST_IDLE    = 4'b0001;
localparam SM_SELECT_DR_SCAN   = 4'b0010;
localparam SM_CAPTURE_DR       = 4'b0011;
localparam SM_SHIFT_DR         = 4'b0100;
localparam SM_EXIT1_DR         = 4'b0101;
localparam SM_PAUSE_DR         = 4'b0110;
localparam SM_EXIT2_DR         = 4'b0111;
localparam SM_UPDATE_DR        = 4'b1000;
localparam SM_SELECT_IR_SCAN   = 4'b1001;
localparam SM_CAPTURE_IR       = 4'b1010;
localparam SM_SHIFT_IR         = 4'b1011;
localparam SM_EXIT1_IR         = 4'b1100;
localparam SM_PAUSE_IR         = 4'b1101;
localparam SM_EXIT2_IR         = 4'b1110;
localparam SM_UPDATE_IR        = 4'b1111;
input tck;
input tms;
input reset_n;
input tdi;
output tdo;
output update_ir;
output update_dr;
output capture_dr;
output shift_ir;
output shift_dr;
output test_logic_reset;
output [EFF_IR_SIZE-1:0] instruction;
output reg state_shift_dr_p;
reg [3:0] current_state;
reg [3:0] next_state;
reg [TOTAL_IR_SIZE-1:0] ir;
reg [EFF_IR_SIZE-1:0] instruction;
always @(posedge tck or negedge reset_n)
begin
  if(reset_n == 1'b0) begin
    current_state <= SM_TEST_LOGIC_RESET;
  end else begin
    current_state <= next_state;
  end
end
always @(*)
begin
  case(current_state)
    SM_TEST_LOGIC_RESET: next_state = tms ? SM_TEST_LOGIC_RESET : SM_RUN_TEST_IDLE;
    SM_RUN_TEST_IDLE:    next_state = tms ? SM_SELECT_DR_SCAN   : SM_RUN_TEST_IDLE;
    SM_SELECT_DR_SCAN:   next_state = tms ? SM_SELECT_IR_SCAN   : SM_CAPTURE_DR;
    SM_CAPTURE_DR:       next_state = tms ? SM_EXIT1_DR         : SM_SHIFT_DR;
    SM_SHIFT_DR:         next_state = tms ? SM_EXIT1_DR         : SM_SHIFT_DR;
    SM_EXIT1_DR:         next_state = tms ? SM_UPDATE_DR        : SM_PAUSE_DR;
    SM_PAUSE_DR:         next_state = tms ? SM_EXIT2_DR         : SM_PAUSE_DR;
    SM_EXIT2_DR:         next_state = tms ? SM_UPDATE_DR        : SM_SHIFT_DR;
    SM_UPDATE_DR:        next_state = tms ? SM_SELECT_DR_SCAN   : SM_RUN_TEST_IDLE;
    SM_SELECT_IR_SCAN:   next_state = tms ? SM_TEST_LOGIC_RESET : SM_CAPTURE_IR;
    SM_CAPTURE_IR:       next_state = tms ? SM_EXIT1_IR         : SM_SHIFT_IR;
    SM_SHIFT_IR:         next_state = tms ? SM_EXIT1_IR         : SM_SHIFT_IR;
    SM_EXIT1_IR:         next_state = tms ? SM_UPDATE_IR        : SM_PAUSE_IR;
    SM_PAUSE_IR:         next_state = tms ? SM_EXIT2_IR         : SM_PAUSE_IR;
    SM_EXIT2_IR:         next_state = tms ? SM_UPDATE_IR        : SM_SHIFT_IR;
    SM_UPDATE_IR:        next_state = tms ? SM_SELECT_DR_SCAN   : SM_RUN_TEST_IDLE;
    default:             next_state = SM_TEST_LOGIC_RESET;
  endcase
  state_shift_dr_p = (next_state == SM_SHIFT_DR);
end
assign shift_ir         = (current_state == SM_SHIFT_IR);
assign shift_dr         = (current_state == SM_SHIFT_DR);
assign capture_dr       = (current_state == SM_CAPTURE_DR);
assign update_ir        = (current_state == SM_UPDATE_IR);
assign update_dr        = (current_state == SM_UPDATE_DR);
assign test_logic_reset = (current_state == SM_TEST_LOGIC_RESET);
always @(posedge tck or negedge reset_n)
begin
  if (reset_n == 1'b0) begin
    ir <= {TOTAL_IR_SIZE{1'b0}};
  end else if (test_logic_reset == 1'b1) begin
    ir <= {TOTAL_IR_SIZE{1'b0}};
  end else if (shift_ir) begin
    ir <= {tdi,ir[TOTAL_IR_SIZE-1:1]};
  end
end
assign tdo = ir[0];
always @(negedge tck or negedge reset_n)
begin
  if (reset_n == 1'b0) begin
    instruction <= {EFF_IR_SIZE{1'b0}};
  end else if (update_ir == 1'b1) begin
    instruction <= ir[EFF_IR_SIZE-1:0];
  end
end
endmodule
--- flow/run.sh ---
#!/bin/bash
# OpenROAD 26Q1-2900-gdf79404cd8, Yosys 0.63+post, stock flow scripts
make -C /OpenROAD-flow-scripts/flow DESIGN_CONFIG=/design/flow/config.mk WORK_HOME=/design/flow/orfs finish
--- flow/config.mk ---
export PLATFORM = sky130hd
export DESIGN_NAME = itrx_aib_phy_jtagsm
export DESIGN_NICKNAME = itrx_aib_phy_jtagsm
export VERILOG_FILES = /design/flow/design.v
export SDC_FILE = /design/flow/constraint.sdc
export NUM_CORES = 4
export LEC_CHECK = 1
export CORE_AREA = 10 10 102 102
export DIE_AREA = 0 0 112 112
==> results.txt <==
Results of the implementation run.

The area fraction in mux cells is 16.6%. Total global-route track usage over all layers is 4.41%. Yosys reported a register bit count of 38.

19 I/O pins were placed. Once detailed placement completed, the half-perimeter wirelength came to 1.92 mm. The largest stage delay on the critical path is 0.40 ns. The power density over the cells came out at 540 nW/um2. TritonCTS built the clock tree. The run finished with clean final reports. After synthesis, the most frequently instantiated cells are 31 x nor2_1, 30 x dfrtp_1, 15 x mux2i_1. The global routing usage on met2 came out at 6.45%. The worst setup path is launched from a flop. The initial antenna violation count came out at 0. The area growth from synthesis to layout is 29.7%.

Global routing put the most usage on met2. The most common cell in the synthesized netlist is nor2_1. For this run, global-route usage on met3 was measured as 1.74%. The final number of setup-violating endpoints is 0. In this run the worst path has a maximum fanout of 2.

The later-pin clock latency in the skew report came out at 0.29 ns. The initial core utilization came out at 17.9%. Setup repair after global routing left no endpoint under its margin. The post-synthesis sequential area ratio came out at 64.8%.

The core occupancy in the finished layout came out at 23.2%. The count of antenna-violating nets left after detailed routing is 0. The clock skew came out at 0.00847 ns.

The complex-gate fraction of the synthesized area is 2.98%. The fraction of met1 tracks used by global routing came out at 6.00%. The synthesis report names the predominant flop master as dfrtp_1. Clock-pin slew was measured on the worst setup and hold paths at 0.07 ns. The signal on the critical path passes through dlygate4sd2_1. The number of failing hold endpoints at the final stage is 0. In the log, the iteration count for the first detailed-route pass is 4. The remaining global-route overflow is 0. The synthesis report lists the most area-consuming cells as dfrtp_1 51%, dfrtn_1 12%, mux2i_1 10%. The number of clock sinks came to 38. The post-route DRC violation count is 0.

The vertical die dimension came out at 112 um. The yosys stat cell total is 114. The number of hold buffers added after CTS was 0.

The number of buffers and inverters on the critical path is 1. The count of buffers inserted at the top-level ports came out at 18. The worst endpoint required time is 2.56 ns. The chip area is 12500 um2. The standard cell core area is 8220 um2. Headroom to the max-slew limit came out at 70.0%.

The worst setup path is of the flop to output port kind. In this run the biggest area consumer among cell types represents 51.1% of the synthesized area. The final weighted congestion of routability-driven global placement is 0.738.

The total number of vias is 880. The via density per instance came out at 3.56. The master of the slowest instance on the critical path is dfrtn_1. The number of warnings issued by yosys is 1. The detail-routed net length per standard cell is 11.3 um. The critical path's top delay family is flip-flops. The count of library flops with an enable pin came out at 0.

The initial detailed-routing violation count came out at 43. The area fraction in xor and xnor cells is 0%. The most critical min-delay path falls under input port to asynchronous set/reset pin.

The clock buffer count from CTS is 5. The first-pass GRT wire length is 4.63 mm. STA classifies the critical path endpoint as an output port. The biggest area consumer among synthesized cells is dfrtp_1.

The count of maximum capacitance violations is 0. The post-route netlist has 20.4% of its cells at a drive strength greater than 1. The tree is rooted in a clkbuf_8. The count of different cell masters after synthesis is 22.

The data arrival time of the critical path is 2.49 ns. The synthesized instance count came out at 114. The share of flip-flops with an asynchronous set or reset after synthesis came out at 100%.

After Yosys synthesis, and, or, nand and nor cells account for 12.9% of the synthesized area. In the synthesized netlist, the dominant kind of combinational cell is multiplexers. Adding up every negative setup slack in the final design gives 0 ns. The synthesized netlist occupies a cell area of 1470 um2. The report lists the number of standard-cell rows as 33. The detailed router reported a total wirelength of 2.78 mm. Post-synthesis, Yosys gives the total cell area as 1470 um2. The worst vdd rail ir drop is 0.232 mV. The count of pins over their slew limit is 0. The leakage power of the design is 0.923 nW. The number of diodes is 0. The area fraction in full adders, half adders and majority gates came out at 0%. The OpenROAD warning count is 25.

The slew at the pin closest to its max-slew limit came out at 0.448 ns. The number of H-tree levels came out at 2. The number of fill cells is 857. The floorplan step set the die width to 112 um. Entering global routing, the biggest net connects 23 pins. The synthesized area divided by synthesized cell count is 12.9 um2. The number of global-route vias before repair was 894. The longest clock path from root to sink contains 2 buffers.
metal layers:
layer / vias to the layer above / part of all wire, %
li1: 431 / -
met1: 428 / 45
met2: 17 / 45
met3: 4 / 7.7
met4: 0 / 2.4
met5: - / 0
metrics by stage:
stage	hold slack (ns)	total power [mW]	worst slack, ns	area (um2)	cells
floorplan	0.344	0.607	0.604	1470	114
global placement	0.450	0.650	0.0276	1780	236
detailed placement	0.456	0.652	0.0415	1780	236
CTS	0.288	1.05	0.0217	1900	247
global route	0.303	1.08	0.0321	1910	247
finish	0.283	1.03	0.0722	1910	247
kinds of logic after synthesis:
group	count (synthesis)
AOI/OAI and AO/OA	4
muxes	23
DFF	38
buffers and inverters	8
and+or+nand+nor	41
cell usage in the layout, fill, tap and decap left out, drive strengths merged:
| cell type | count |
|---|---|
| a2111oi | 1 |
| a21oi | 1 |
| a31oi | 1 |
| and2 | 3 |
| and4 | 1 |
| buf | 9 |
| bufinv | 1 |
| clkbuf | 5 |
| clkdlybuf4s50 | 9 |
| clkinv | 2 |
| dfrtn | 7 |
| dfrtp | 30 |
| dfstp | 1 |
| dlygate4sd2 | 7 |
| dlymetal6s2s | 1 |
| inv | 2 |
| mux2 | 8 |
| mux2i | 15 |
| nand4b | 1 |
| nor2 | 31 |
| nor2b | 2 |
| nor3 | 1 |
| o21ai | 1 |
| or3 | 1 |
| or4 | 1 |
cell type report:
| type | instances | area (um2) | area share (%) |
|---|---|---|---|
| clock buffer | 5 | 68.8 | 3.61 |
| clock inverter | 3 | 40.0 | 2.10 |
| inverter | 2 | 7.51 | 0.394 |
| multi-input combinational | 68 | 478 | 25.1 |
| sequential | 38 | 952 | 49.9 |
| tap | 105 | 131 | 6.89 |
| timing repair buffer | 26 | 229 | 12.0 |
power breakdown:
part | switching (mW) | leakage (nW) | internal [mW]
Clock | 0.160 | 0.0579 | 0.229
Combinational | 0.0548 | 0.342 | 0.0517
Sequential | 0.0207 | 0.523 | 0.513
Total | 0.235 | 0.923 | 0.794
path summary, 6_finish.rpt:
kind	cells past startpoint	slack (ns)	to	start
worst max-delay path	1	0.07	instruction[6]	instruction[6]
worst max register to register	1	0.49	instruction[6]	current_state[15]
min in group clk0	1	0.44	instruction[5]	instruction[5]
worst min register to register	1	0.44	instruction[5]	instruction[5]
worst min-delay path	1	0.28	ir[6]	reset_n
max in group asynchronous	1	1.11	instruction[3]	reset_n
flip-flops by register name, indices dropped and copies added, names as in the netlist:
| signal | count |
|---|---|
| current_state | 16 |
| instruction | 7 |
| ir | 15 |
repair_timing:
action | 4_1_cts | 5_1_grt
setup buffers | 3 | 0
setup endpoints to repair | 7 | 1
gates resized | 7 | 1
hold endpoints to repair | 0 | 0
No activity file was given, so power comes from the tool's default toggle rates.
